File: flow/config.mk
export PLATFORM = sky130hd
export DESIGN_NAME = fifo_top
export DESIGN_NICKNAME = fifo_top
export VERILOG_FILES = /design/flow/design.v
export SDC_FILE = /design/flow/constraint.sdc
export NUM_CORES = 4
export LEC_CHECK = 1
export CORE_UTILIZATION = 30
File: flow/constraint.sdc
current_design fifo_top

set clk_period 2.4
set clk_io_pct 0.2

create_clock -name clk0 -period $clk_period [get_ports {rclk}]
create_clock -name clk1 -period $clk_period [get_ports {wclk}]

set non_clock_inputs [all_inputs -no_clocks]
set_input_delay [expr $clk_period * $clk_io_pct] -clock clk0 $non_clock_inputs
set_output_delay [expr $clk_period * $clk_io_pct] -clock clk0 [all_outputs]
File: flow/design.v
`timescale 1ns / 1ps
module fifo_mem #(parameter DEPTH=8, DATA_WIDTH=20, PTR_WIDTH=3) (
                  input wclk,
                  input w_en,
                  input rclk,
                  input r_en,
                  input [PTR_WIDTH-1:0] b_wptr,
                  input [PTR_WIDTH-1:0] b_rptr,
                  input [DATA_WIDTH-1:0] data_in,
                  input full,
                  input empty,
                  output reg [DATA_WIDTH-1:0] data_out);
  reg [DATA_WIDTH-1:0] fifo[0:DEPTH-1];
  always@(posedge wclk) begin
    if(w_en & !full) begin
      fifo[b_wptr] <= data_in;
    end
  end
  always@(posedge rclk) begin
    if(r_en & !empty) begin
      data_out <= fifo[b_rptr];
    end
  end
endmodule
`timescale 1ns / 1ps
module fifo_top #(parameter DEPTH=8, DATA_WIDTH=8, PTR_WIDTH = 3) 
                        (input wclk, 
                         input wrst_n,
                         input rclk,
                         input rrst_n,
                         input w_en,
                         input r_en,
                         input [DATA_WIDTH-1:0] data_in,
                         output  [DATA_WIDTH-1:0] data_out,
                         output  full,
                         output empty);
wire [PTR_WIDTH-1:0] g_wptr_sync, g_rptr_sync;
wire [PTR_WIDTH-1:0] b_wptr, b_rptr;
wire [PTR_WIDTH-1:0] g_wptr, g_rptr;
synchronizer #(.WIDTH(2))
    sync_wptr (.clk(rclk),
               .rst_n(rrst_n),
               .d_in(g_wptr),
               .d_out(g_wptr_sync));  
synchronizer #(.WIDTH(2))
    sync_rptr (.clk(wclk),
               .rst_n(wrst_n),
               .d_in(g_rptr),
               .d_out(g_rptr_sync));  
whandler #(.PTR_WIDTH(PTR_WIDTH))
    wptr_h(.wclk(wclk),
           .wrst_n(wrst_n),
           .w_en(w_en),
           .g_rptr_sync(g_rptr_sync),
           .b_wptr(b_wptr),
           .g_wptr(g_wptr),
           .full(full));
rhandler #(.PTR_WIDTH(PTR_WIDTH))
    rptr_h(.rclk(rclk),
           .rrst_n(rrst_n),
           .r_en(r_en),
           .g_wptr_sync(g_wptr_sync),
           .b_rptr(b_rptr),
           .g_rptr(g_rptr),
           .empty(empty));
fifo_mem #(.DEPTH(DEPTH),.DATA_WIDTH(DATA_WIDTH),.PTR_WIDTH(PTR_WIDTH))
    fifom (.wclk(wclk),
           .w_en(w_en),
           .rclk(rclk),
           .r_en(r_en),
           .b_wptr(b_wptr),
           .b_rptr(b_rptr),
           .data_in(data_in),
           .full(full),
           .empty(empty),
           .data_out(data_out));
endmodule
`timescale 1ns / 1ps
module rhandler #(parameter PTR_WIDTH=3) (
                  input rclk,
                  input rrst_n, 
                  input r_en,
                  input [PTR_WIDTH:0] g_wptr_sync,
                  output reg [PTR_WIDTH-1:0] b_rptr,
                  output reg [PTR_WIDTH-1:0] g_rptr,
                  output reg empty);
reg [PTR_WIDTH-1:0] b_rptr_next;
wire [PTR_WIDTH-1:0] g_rptr_next;
assign g_rptr_next = (b_rptr_next >>1)^b_rptr_next;
assign rempty = (g_wptr_sync == g_rptr_next);
always @(posedge rclk)
begin
    if (!rrst_n & r_en) begin
        if (!rempty) begin
            b_rptr <= b_rptr_next;
            g_rptr <= g_rptr_next;
            b_rptr_next <= b_rptr_next + 1;
            empty <= rempty;
        end
    end
    else if(rrst_n)
    begin
        b_rptr <= 0;
        g_rptr <= 0;
        b_rptr_next <= 1;
        empty <= 1;
    end
end
endmodule
`timescale 1ns / 1ps
module synchronizer #(parameter WIDTH=3)
                     (input clk,
                      input rst_n,
                      input [WIDTH:0] d_in,
                      output reg [WIDTH:0] d_out);
  reg [WIDTH:0] q1;
  always@(rst_n) begin
    if(!rst_n) begin
      q1 <= 0;
      d_out <= 0;
    end
 end
 always@(posedge clk) begin
    if(!rst_n) begin
      q1 <= d_in;
      d_out <= q1;
    end
    else begin
      q1 <= 0;
      d_out <= 0;
    end
 end
endmodule
`timescale 1ns / 1ps
module whandler #(parameter PTR_WIDTH=3) (
                  input wclk,
                  input wrst_n, 
                  input w_en,
                  input [PTR_WIDTH-1:0] g_rptr_sync,
                  output reg [PTR_WIDTH-1:0] b_wptr,
                  output reg [PTR_WIDTH-1:0] g_wptr,
                  output reg full);
reg [PTR_WIDTH-1:0] b_wptr_next;
wire [PTR_WIDTH-1:0] g_wptr_next;
assign g_wptr_next = (b_wptr_next >>1)^b_wptr_next;
assign wfull = (g_rptr_sync == g_wptr_next);
always @(posedge wclk)
begin
    if (!wrst_n & w_en) begin
        if (!wfull) begin
            b_wptr <= b_wptr_next;
            g_wptr <= g_wptr_next;
            b_wptr_next <= b_wptr_next + 1;
            full <= wfull;
        end
    end
    else if(wrst_n)
    begin
        b_wptr <= 0;
        g_wptr <= 0;
        b_wptr_next <= 1;
        full <= 1;
    end
end
endmodule
File: flow/run.sh
#!/bin/bash
# OpenROAD 26Q1-2900-gdf79404cd8, Yosys 0.63+post, stock flow scripts
make -C /OpenROAD-flow-scripts/flow DESIGN_CONFIG=/design/flow/config.mk WORK_HOME=/design/flow/orfs finish
==> run_results.csv <==
group,metric,value,unit
outcome,status,"finished, final reports clean",
yosys,top_cells_by_count,"edfxtp_1 (86), mux4_1 (15), and2_1 (8), mux2_2 (8), nor2_1 (8)",
hold_path,hold_path.class,"register to register",
yosys,synth_cells,153,
final_timing,grt_setup_unrepaired,"false",
placed_design,dp_slack,0.540,ns
job,warnings,26,
detailed_routing,antennaDiodeCount,0,
cells_and_area,fin_area,4090,µm²
yosys,most_common_cell,"edfxtp_1",
yosys,netlist_logic_family_top,"multiplexers",
yosys,ys_cells,153,
final_timing,worstMarginPinSlew,0.469,ns
final_timing,fin_ws,0.633,ns
global_routing,grt_start_max_net_pins,17,
hold_path,whs_endpoint,"rptr_h.b_rptr_next[0]$_SDFFCE_PN1P_",
cells_and_area,area_delta_synth_final,21.5,%
final_timing,maxSlewViolCount,0,
yosys,yosysUniqueCellTypes,21,
yosys,synth-edff-count,86,
clocking,postCtsHoldBufs,0,
worst_setup_path,arrival,1.76,ns
floorplan,io_pins,24,
cells_and_area,drive_gt1_share,20.9,%
clocking,clkTransAtPathRegs,0.06,ns
placed_design,portBuffers,22,
clocking,cts_tree,"yes",
worst_setup_path,cp_top_family,"multiplexers",
yosys,ys_sh_simple,4.95,%
detailed_routing,drt_iter0_markers,39,
yosys,adder_share,0.744,%
floorplan,fp_util,30.9,%
final_timing,finClkSkew,0.00826,ns
yosys,synth-async-reset-ratio,0,%
detailed_routing,drtPass1Iterations,3,
yosys,yosys.area.top_type_share,76.8,%
placed_design,dp_hpwl,3.43,mm
final_timing,setup_tns,0,ns
yosys,ys_sh_aoi,0.446,%
worst_setup_path,crit_path_top_delay_cell,"mux4_1",
hold_path,whs_path_depth,1,
placed_design,place_area,3800,µm²
global_routing,antenna_found_initial,0,
worst_setup_path,reg2regPathDepth,3,
global_routing,grt_pass1_vias,1596,
worst_setup_path,path_buffers,1,
worst_setup_path,end_kind,"register",
global_routing,grt_overflow,0,
worst_setup_path,timing.rr.end,"fifom.data_out[6]$_DFFE_PP_",
detailed_routing,ant_nets,0,
global_routing,grt_first_pass_wirelength,8.27,mm
yosys,syn_avg_cell_area,22.0,µm²
detailed_routing,wirelength,5.44,mm
yosys,yosys_warnings,31,
placed_design,gp_congestion,0.716,
floorplan,fp.dieW,108,µm
cells_and_area,fillCellCount,955,
yosys,ys_sh_xor,0.521,%
clocking,postCtsSetupRepairBufs,0,
detailed_routing,wl_per_cell,16.0,µm
yosys,synth_seq_share,76.8,%
worst_setup_path,crit-reg2reg-launch,"rptr_h.b_rptr[0]$_SDFFCE_PN0P_",
detailed_routing,vias_per_cell,4.54,
power_and_ir_drop,peakVddDrop,562,µV
worst_setup_path,crit_type,"register to register",
yosys,synth-seq-cells,86,
clocking,cts_resized,0,
hold_path,hold_start,"rptr_h.b_rptr_next[0]$_SDFFCE_PN1P_",
worst_setup_path,r2r_slack,0.63,ns
worst_setup_path,cp_max_fo,16,
worst_setup_path,crit_chain,"buf_4 > mux4_1 > mux2_2",
worst_setup_path,cp-start-kind,"register",
yosys,syn_area,3360,µm²
clocking,cts_sinks,86,
global_routing,grt_use_total,10.5,%
job,drv_cap,0,
floorplan,coreArea,10900,µm²
yosys,synth_top_flop_cell,"edfxtp_1",
floorplan,rows,38,
final_timing,setup_viol,0,
floorplan,chip_area,11600,µm²
detailed_routing,drc,0,
worst_setup_path,max_stage_delay,0.63,ns
yosys,yosys-top-cells-area,"edfxtp_1 (77%), mux4_1 (12%), mux2_2 (2.7%)",
yosys,largest_area_cell,"edfxtp_1",
power_and_ir_drop,power_density,801,nW/µm²
final_timing,timing_hold_violations_final,0,
floorplan,die_h,108,µm
yosys,yosys_area,3360,µm²
final_timing,slew_headroom,68.7,%
power_and_ir_drop,leakagePower,1.35,nW
worst_setup_path,required,2.40,ns
yosys,synthMuxAreaShare,15.1,%
detailed_routing,vias,1549,
per-layer routing:
metal | routed length, µm | track usage (%)
met1 | 2250 | 13.7
met2 | 2550 | 15.8
met3 | 547 | 6.36
met4 | 97 | 2.05
met5 | 0 | 0
worst max-delay path by stage:
stage                                           from                     endpoint  slack (ns)  depth (start not counted)
after CTS             rptr_h.b_rptr[0]$_SDFFCE_PN0P_  fifom.data_out[6]$_DFFE_PP_        0.62                          3
after global routing  rptr_h.b_rptr[0]$_SDFFCE_PN0P_  fifom.data_out[1]$_DFFE_PP_        0.56                          3
final                 rptr_h.b_rptr[0]$_SDFFCE_PN0P_  fifom.data_out[6]$_DFFE_PP_        0.63                          3
flip-flops by register name, summed over array words and instances, names as in the netlist:
signal,cells
wptr_h.b_wptr,3
fifom.data_out,8
rptr_h.empty,1
rptr_h.b_rptr_next,3
wptr_h.b_wptr_next,3
rptr_h.b_rptr,3
fifom.fifo,64
wptr_h.full,1
layout by cell type (no fill, tap or decap), drive strengths merged:
cell type	n
nand2	3
nand3b	1
xnor2	2
clkinvlp	1
inv	3
and2	8
edfxtp	86
nor4	2
ha	2
mux2	8
buf	11
bufinv	3
clkdlybuf4s50	22
or3b	2
clkbuf	12
nor2	8
mux4	16
o31ai	2
nor2b	3
nand2b	3
clkinv	3
cells by family after synthesis:
logic type	after synthesis
DFF	86
and+or+nand+nor	30
muxes	24
buffers and inverters	7
AOI/OAI and AO/OA	2
xor gates and xnor gates	2
adders and majority gates	2
stage by stage:
stage | power (mW) | hold WS (ns) | util (%) | cells
floorplan | 1.89 | 0.544 | - | 153
global placement | 1.98 | 0.570 | 34.9 | 321
detailed placement | 1.98 | 0.580 | 34.9 | 321
CTS | 3.32 | 0.596 | 37.6 | 341
global route | 3.39 | 0.606 | 37.6 | 341
finish | 3.27 | 0.588 | 37.6 | 341
report_power, final:
part	internal (mW)	total, mW	switching [mW]
Combinational	0.119	0.211	0.0920
Sequential	1.71	1.73	0.0255
Clock	0.808	1.33	0.524
worst reg2reg max path, stage by stage, from the launching register on:
cell and delay, ns:
edfxtp_1 0.32, buf_4 0.28, mux4_1 0.63, mux2_2 0.28
area by class of cell:
| type | count | area, µm² | area share (%) |
|---|---|---|---|
| Timing Repair Buffer | 33 | 303 | 7.41 |
| Multi-Input combinational cell | 60 | 731 | 17.9 |
| Clock buffer | 12 | 165 | 4.04 |
| Sequential cell | 86 | 2580 | 63.2 |
| Tap cell | 140 | 175 | 4.28 |
| Clock inverter | 8 | 125 | 3.06 |
| Inverter | 2 | 7.51 | 0.184 |
Power is estimated from default activity; no workload was simulated.
